==> design.v <==
`timescale 1ns / 1ps
module ParcialJunto(
    input clk,
	input start,
	input  [15:0] n,	
	output reg [31:0]F
    );
	reg n1,n2,n3,n4,y1,y2,z1,z2,f1;
	reg [15:0] N;
	reg [15:0] Y;
	reg [31:0] Z;
	always @(*) 
	begin 
		if(presente==S1)
			N <= n;
		else
			N <=N;
	end
    parameter S1  = 3'd0;
    parameter S2 = 3'd1;
    parameter S3 = 3'd2;
	parameter S4  = 3'd3;
	parameter S5  = 3'd4;
	parameter S6  = 3'd5;
	parameter S7  = 3'd6;
	parameter S8  = 3'd7;
    reg [2:0] presente = S1;  
    reg [2:0] futuro;             
    always @(posedge clk)
        presente <= futuro;
    always @(*)
        case (presente)
            S1:
                if(start==1 && N>3)
                    futuro <= S2;
                else if(start==1 && N<=3)
                    futuro <= S8;
				else
					futuro <= S1;
            S2:                
                futuro <= S3;
            S3:
				if(N!=3 && N<3)
					futuro <= S4;
				else if(N!=3 && N>3)
                    futuro <= S3;
				else if(N==3)
					futuro <= S6;
			S4:                
                futuro <= S5;
			S5:
                if(N!=5 && N>5)
                    futuro <= S5;
                else if(N!=5 && N<5)
                    futuro <= S7;
				else if(N==5)
					futuro <= S6;
			S6:
				if(Y!=3)
					futuro <= S7;
				else if(Y==3)
                    futuro <= S8;
			S7:                
                futuro <= S2;
			S8:                
                futuro <= S1;
            default:
                futuro <= S1;
        endcase
    always @(presente)
        case (presente)
            S1 : begin
                n1 <= 1'b0;
                n2 <= 1'b1;
                n3 <= 1'b1;
                n4 <= 1'b1;
                y1 <= 1'b1;
				y2 <= 1'b1;
				z1 <= 1'b1;
				z2 <= 1'b1;
				f1 <= 1'b0;
            end
            S2 : begin
                n1 <= 1'b1;
                n2 <= 1'b0;
                n3 <= 1'b1;
                n4 <= 1'b1;
                y1 <= 1'b1;
				y2 <= 1'b0;
				z1 <= 1'b0;
				z2 <= 1'b1;
				f1 <= 1'b0;
            end
            S3 : begin
                n1 <= 1'b1;
                n2 <= 1'b1;
                n3 <= 1'b0;
                n4 <= 1'b1;
                y1 <= 1'b0;
				y2 <= 1'b1;
				z1 <= 1'b0;
				z2 <= 1'b1;
				f1 <= 1'b0;
            end
			S4 : begin
                n1 <= 1'b1;
                n2 <= 1'b1;
                n3 <= 1'b1;
                n4 <= 1'b1;
                y1 <= 1'b0;
				y2 <= 1'b1;
				z1 <= 1'b0;
				z2 <= 1'b1;
				f1 <= 1'b0;
            end
			S5 : begin
                n1 <= 1'b1;
                n2 <= 1'b1;
                n3 <= 1'b1;
                n4 <= 1'b0;
                y1 <= 1'b0;
				y2 <= 1'b1;
				z1 <= 1'b0;
				z2 <= 1'b1;
				f1 <= 1'b0;
            end
			S6 : begin
                n1 <= 1'b0;
                n2 <= 1'b1;
                n3 <= 1'b1;
                n4 <= 1'b1;
                y1 <= 1'b0;
				y2 <= 1'b1;
				z1 <= 1'b1;
				z2 <= 1'b0;
				f1 <= 1'b0;
            end
			S7 : begin
                n1 <= 1'b1;
                n2 <= 1'b1;
                n3 <= 1'b1;
                n4 <= 1'b1;
                y1 <= 1'b0;
				y2 <= 1'b1;
				z1 <= 1'b0;
				z2 <= 1'b1;
				f1 <= 1'b0;
            end
			S8 : begin
                n1 <= 1'b0;
                n2 <= 1'b1;
                n3 <= 1'b1;
                n4 <= 1'b1;
                y1 <= 1'b0;
				y2 <= 1'b1;
				z1 <= 1'b0;
				z2 <= 1'b1;
				f1 <= 1'b1;
            end
            default: begin
                n1 <= 1'b0;
                n2 <= 1'b1;
                n3 <= 1'b1;
                n4 <= 1'b1;
                y1 <= 1'b1;
				y2 <= 1'b1;
				z1 <= 1'b1;
				z2 <= 1'b1;
				f1 <= 1'b0;
            end
        endcase
    wire [15:0] nextN1;
    wire [15:0] nextN2;
	wire [15:0] nextN3;
	wire [15:0] nextN4;
	wire [15:0] nextY1;
	wire [15:0] nextY2;
	wire [31:0] nextZ1;
	wire [31:0] nextZ2;
	wire [15:0] nextF1;
    always @(posedge clk)
       N <= nextN1;
	assign nextN4 = (n4)? Y:N-16'd5;
	assign nextN3 = (n3)? nextN4:N-16'd3;
	assign nextN2 = (n2)? nextN3:N-16'd1;
    assign nextN1 = (n1)? nextN2:N;	
    always @(posedge clk)
        Y <= nextY1;
	assign nextY2 = (y2)? n:N-16'd1;
    assign nextY1 = (y1)? nextY2:Y;
	always @(posedge clk)
        Z <= nextZ1;
	assign nextZ2 = (z2)? 31'd0:Z+Y;
    assign nextZ1 = (z1)? nextZ2:Z;
	always @(posedge clk)
        F <= nextF1;
	assign nextF1 = (f1)? Z:F;   
endmodule
==> run.sh <==
#!/bin/bash
# OpenROAD 26Q1-2900-gdf79404cd8, Yosys 0.63+post, stock flow scripts
make -C /OpenROAD-flow-scripts/flow DESIGN_CONFIG=/design/flow/config.mk WORK_HOME=/design/flow/orfs finish
==> config.mk <==
export PLATFORM = sky130hd
export DESIGN_NAME = ParcialJunto
export DESIGN_NICKNAME = ParcialJunto
export VERILOG_FILES = /design/flow/design.v
export SDC_FILE = /design/flow/constraint.sdc
export NUM_CORES = 4
export LEC_CHECK = 1
export CORE_UTILIZATION = 50
==> constraint.sdc <==
current_design ParcialJunto

set clk_period 7.6
set clk_io_pct 0.2

create_clock -name clk0 -period $clk_period [get_ports {clk}]

set non_clock_inputs [all_inputs -no_clocks]
set_input_delay [expr $clk_period * $clk_io_pct] -clock clk0 $non_clock_inputs
set_output_delay [expr $clk_period * $clk_io_pct] -clock clk0 [all_outputs]
==> flow_summary.rst <==
Implementation results
======================

.. list-table::
   :header-rows: 1

   * - Metric
     - Value
   * - Synth unique cells
     - 71
   * - Main area contributors
     - edfxtp_1, dlxtn_1, ha_1
   * - Share of flip-flops with an asynchronous set or reset
     - 0%
   * - Post-synth EDFFs
     - 64
   * - Run-stopping error
     - ERROR: Found 16 problems in 'check -assert'.
   * - Primary flip-flop cell chosen by synthesis mapping
     - edfxtp_1
   * - Outcome
     - stopped before the end
   * - Warnings, synthesis
     - 1
   * - Cell accounting for the most synthesized area
     - edfxtp_1
   * - Synthesis-stage register bit count
     - 86
   * - Synthesis area per yosys
     - 0.00512 sq mm
   * - Step where the flow halted
     - synthesis
   * - Post-synth top area share
     - 37.5%
   * - Total cells reported by yosys after synthesis
     - 530
==> kinds of logic after synthesis <==
kind of cell / after synthesis / share of synthesized area [%]
latches: 19 / 5.57
and+or+nand+nor: 195 / 20.7
DFF: 67 / 38.7
AOI/OAI and AO/OA: 138 / 18.8
adders and majority gates: 19 / 4.79
xor gates and xnor gates: 25 / 4.28
muxes: 4 / 0.782
buffers and inverters: 62 / 6.25
other: 1 / 0.0732
==> cells in the mapped netlist, drive strengths merged (6+ instances only) <==
master,number
edfxtp,64
nand2,46
nor2,44
a21oi,31
o21ai,30
nor3,27
buf,26
clkbuf,26
dlxtn,19
ha,18
nand3,17
xor2,14
xnor2,11
inv,10
nor4,10
o21a,10
nand2b,9
a21o,8
a221oi,7
nor2b,7
a221o,6
nand4,6
